==> design.v <==
module bcd7seg (
    input 				clk	,
    input 				ce	,
    input 		[3:0]   bcd	,
    output reg 	[7:0]	seg
);
always @(posedge clk)
    if (ce)
        case (bcd)
            4'd0 : seg <= 8'b00000011; 
            4'd1 : seg <= 8'b10011111; 
            4'd2 : seg <= 8'b00100101; 
            4'd3 : seg <= 8'b00001101; 
            4'd4 : seg <= 8'b10011001; 
            4'd5 : seg <= 8'b01001001; 
            4'd6 : seg <= 8'b01000001; 
            4'd7 : seg <= 8'b00011111; 
            4'd8 : seg <= 8'b00000001; 
            4'd9 : seg <= 8'b00001001; 
            default: seg <= 8'b11111111;
        endcase
endmodule
module bin2bcd(
    input       [7:0]   bin ,
    output reg  [11:0]  bcd
);
reg [3:0] i;   
always @(bin) begin
    bcd = 0; 
    for (i = 0; i < 8; i = i+1) 
        begin
            bcd = {bcd[10:0], bin[7-i]};  
            if (i < 7) begin
                if (bcd[3:0] > 4'd4)  
                    bcd[3:0] = bcd[3:0] + 4'd3;
                if (bcd[7:4] > 4'd4)
                    bcd[7:4] = bcd[7:4] + 4'd3;
                if (bcd[11:8] > 4'd4)
                    bcd[11:8] = bcd[11:8] + 4'd3;  
            end
        end
end     
endmodule
module seg_8bit (
    input             clk       ,
    input 			  ce        ,
    input 		[7:0] bin_in0    ,
    input 		[7:0] bin_in1    ,
    output reg 	[7:0] seg = 255 ,
    output reg 	[3:0] an
);
wire [2:0] q    ;
wire       ceo  ;
wire [11:0] bcd0;
wire [11:0] bcd1;
wire [3:0] an_out;
wire [7:0] seg0;
wire [7:0] seg1;
wire [7:0] seg2;
wire [7:0] seg3;
assign an_out[0] = ~(q == 2'd0);
assign an_out[1] = ~(q == 2'd1);
assign an_out[2] = ~(q == 2'd2);
assign an_out[3] = ~(q == 2'd3);
always @(posedge clk)
    if(ceo)
        an <= an_out;
always @(posedge clk)
    if(ceo)
        case (q)
            2'd0 : seg <= seg0; 
            2'd1 : seg <= seg1; 
            2'd2 : seg <= {seg2[7:1],1'd0}; 
            2'd3 : seg <= seg3; 
        endcase
bin2bcd conv0 (
    .bin ( bin_in0 ),
    .bcd ( bcd0    )
);
bin2bcd conv1 (
    .bin ( bin_in1 ),
    .bcd ( bcd1    )
);
up_cnt_mod #(
    .MODULO ( 4 ),
    .W      ( 2 )
)
cnt
(
    .clk ( clk   ),
    .ce  ( ceo   ),
    .clr ( 1'd0  ),
    .q   ( q     ),
    .co  (       ) 
);
prescaler #(
    .MODULO ( 500000 ),
    .W      ( 27     )
)
prescaler
(
    .clk ( clk  ),
    .ce  ( 1'd1 ),
    .ceo ( ceo  )
);
bcd7seg bcdseg0 (
    .clk ( clk      ),
    .ce  ( 1'd1     ),
    .bcd ( bcd1[3:0] ),
    .seg ( seg0     )
);
bcd7seg bcdseg1 (
    .clk ( clk      ),
    .ce  ( 1'd1     ),
    .bcd ( bcd1[7:4] ),
    .seg ( seg1     )
);
bcd7seg bcdseg2 (
    .clk ( clk       ),
    .ce  ( 1'd1      ),
    .bcd ( bcd0[3:0] ),
    .seg ( seg2      )
);
bcd7seg bcdseg3 (
    .clk ( clk       ),
    .ce  ( 1'd1      ),
    .bcd ( bcd0[7:4] ),
    .seg ( seg3      )
);
endmodule
module prescaler #(
    parameter MODULO = 100000000,
    parameter W = 27
)
(
    input  clk ,
    input  ce  ,
    output ceo
);
reg [W-1:0] q = 0;
always @(posedge clk)
    if (ce)
        if (q == MODULO-1)
            q <= {W{1'd0}};
        else
            q <= q+1;     
    assign ceo = ce & (q == MODULO-1);
endmodule
module up_cnt_mod #(  
    parameter MODULO = 10,
    parameter W = 4 
)
(
    input               clk   ,
    input               ce    ,
    input               clr   ,
    output reg [W-1:0]  q = 0 ,
    output              co
);
always @(posedge clk)
    if (clr)
        q <= {W{1'd0}};
    else if (ce)
        if (q == MODULO-1)
            q <= {W{1'd0}};
        else
            q <= q+1;
    assign co = ce & (q == MODULO-1);
endmodule
==> run.sh <==
#!/bin/bash
# OpenROAD 26Q1-2900-gdf79404cd8, Yosys 0.63+post, stock flow scripts
make -C /OpenROAD-flow-scripts/flow DESIGN_CONFIG=/design/flow/config.mk WORK_HOME=/design/flow/orfs finish
==> config.mk <==
export PLATFORM = sky130hd
export DESIGN_NAME = seg_8bit
export DESIGN_NICKNAME = seg_8bit
export VERILOG_FILES = /design/flow/design.v
export SDC_FILE = /design/flow/constraint.sdc
export NUM_CORES = 4
export LEC_CHECK = 1
export CORE_UTILIZATION = 40
==> constraint.sdc <==
current_design seg_8bit

set clk_period 8.6
set clk_io_pct 0.2

create_clock -name clk0 -period $clk_period [get_ports {clk}]

set non_clock_inputs [all_inputs -no_clocks]
set_input_delay [expr $clk_period * $clk_io_pct] -clock clk0 $non_clock_inputs
set_output_delay [expr $clk_period * $clk_io_pct] -clock clk0 [all_outputs]
==> impl_metrics.ini <==
; implementation run metrics
[detailed_routing]
wl_um = 10800
diodes = 0
vias = 4478
dr.pass1.iters = 5
ant_nets = 0
drc_errors = 0
drtIter0Drc = 387
via_per_inst = 5.51
routedWlPerCell_um = 13.3

[clocking]
cts_hold_buf = 0
clk_pin_slew_ns = 0.06
cts-buffers-inserted = 9
cts_resized = 0
htree_levels = 3
cts_root_buffer = clkbuf_16
clkLatencyLatePin_ns = 0.32
post_cts_buffers = 0
cts_tree = done
ctsLongestPathBuffers = 2
cts.sinks = 69

[synthesis]
ys.flops = 69
largest_area_cell = dfxtp_1
synth-edff-count = 14
common_cells = 58 x nor2_1, 57 x nand2_1, 55 x dfxtp_1
ys_seq_share_pct = 28.9
syn_inst = 629
synthMostInstantiatedCell = nor2_1
ys_top_cells_by_area = dfxtp_1 21%, edfxtp_1 8.0%, ha_1 6.9%
ys_cells = 629
top_cell_area_share_pct = 20.9
synthArstFlopShare_pct = 0
avgSynthCellArea_sq_um = 8.37
synthFlopType = dfxtp_1
synth_area_sq_um = 5270
ys_area_sq_um = 5270
yosysWarnings = 6
synth_cell_type_count = 96

[layout]
final_core_util_pct = 46.4
regArea_sq_um = 1520
logic_area_sq_um = 3440
n_fill_cell = 1206
finish.instance_area_sq_um = 5910
final_cells = 812
drive_gt1_share_pct = 9.22
area_growth_pct = 12.2

[worst_hold_path]
hold_start = prescaler.q[26]
min_path_type = reg2reg

[power]
ir_worst_vdd_mv = 0.0923
power.internal_mw = 0.786
power_frac_clock_pct = 31.6
powerDensity_nw_per_um2 = 196
combinationalPowerShare_pct = 34.0
p_seq_share_pct = 34.4
power_mw = 1.16
power_switching_mw = 0.373
switching_share_pct = 32.1
leakagePower_nw = 2.24

[setup_path]
reg2reg_slack_ns = 6.40
critical_path_class = in2reg
critPathCaptureType = flip-flop
required_ns = 8.79
worstPathMaxFanout = 17
startpoint = bin_in1[5]
r2r_start = prescaler.q[0]
startpoint_type = primary input
worstPathArrival_ns = 7.09

[sta]
hold_slack_ns = 0.461
skew_ns = 0.00458
setup_tns_ns = 0
grt_setup_unrepaired = false
max_freq_mhz = 145
finalHoldViolations = 0
fin_ws_ns = 1.71
setup_viol = 0
relSlewSlack_pct = 48.2
period_needed_ns = 6.89
fin_crit_sh_pct = 80.1
max_slew.worst_pin.slew_ns = 0.774
final_max_slew_viol_count = 0

[floorplanning]
initial_utilization_pct = 41.4
fp.dieW_um = 117
fp.dieH_um = 117
core_sq_um = 12700
chipArea_sq_um = 13600
io_pins = 30
rows = 41

[status]
status = finished, final reports clean

[global_route]
grt-ovfl-total = 0
grt_max_degree = 25
grt_usage_pct = 17.1
grt_pass1_wl_um = 18700
antenna_found_initial = 0
first_global_vias = 3966

[placement]
place_ws_ns = 1.40
dp_hpwl_um = 7860
routabilityCongestion = 0.881
numPortBuffers = 28
place_inst = 796
dpl_cell_area_sq_um = 5600

[flow_run]
drv_cap = 0
warnings = 47
## logic make-up (layout without fill, tap and decap cells)
family	count (synthesis)	after routing	share of synthesized area, %
compound gates	166	166	24.4
xor+xnor	41	41	7.79
fa+ha+maj	29	29	6.89
buf+inv	68	79	5.77
flops	69	69	28.9
mux	10	10	2.47
simple gates	246	246	23.8
## area by class of cell
type / count / share of cell area (%)
multi-input combinational: 492 / 58.3
sequential: 69 / 25.8
timing repair buffer: 29 / 4.87
clock buffer: 10 / 4.24
clock inverter: 6 / 1.02
inverter: 34 / 2.16
tap: 172 / 3.64
## layer usage
layer,track usage [%],vias to the layer above,wire (um)
li1,-,2324,-
met1,28.7,2026,5580
met2,24.5,120,4590
met3,1.74,8,540
met4,1.86,0,83
met5,0,-,0
## flip-flops by register name (all words and copies together) (netlist names)
register and cells:
bcdseg0.seg 7, bcdseg1.seg 7, cnt.q 2, prescaler.q 27
bcdseg3.seg 7, bcdseg2.seg 7, seg 8, an 4
## worst max-delay path, stage by stage
cell and delay [ns]:
clkdlybuf4s50_1 0.61, inv_1 0.09, ha_1 0.24, inv_1 0.06, ha_1 0.40, nor2_1 0.18
a31oi_1 0.27, and3_1 0.63, a21oi_2 0.16, xnor2_1 0.16, nand2_1 0.11, ha_1 0.19
xnor3_1 0.47, ha_1 0.22, nor2_1 0.06, and3_4 0.19, nor3_4 0.27, xnor2_1 0.23
inv_1 0.09, ha_1 0.32, nor2_1 0.05, or3b_1 0.34
## power groups by stage
stage         sequential (mW)  combinational, mW  clock [mW]
CTS                     0.400              0.394       0.373
global route            0.403              0.445       0.390
finish                  0.399              0.394       0.366
## final timing paths
path | end | cells past startpoint
worst max register to register | prescaler.q[26] | 8
worst max-delay path | bcdseg1.seg[4] | 22
worst min register to register | prescaler.q[26] | 1
worst min-delay path | prescaler.q[26] | 1
## cell usage in the layout (no fill, tap or decap), types with 10 or more instances in the layout
cell / count
nand4_1: 10
nand2b_1: 14
inv_1: 30
a21oi_1: 27
ha_1: 29
clkdlybuf4s50_1: 28
xnor2_1: 25
edfxtp_1: 14
dfxtp_1: 55
clkbuf_16: 10
xor2_1: 10
nand3_1: 42
nand2_1: 57
nor3_1: 13
o21ai_0: 26
nor2_1: 58
Power and IR drop assume default switching activity.

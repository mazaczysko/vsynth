`flow/config.mk`:
```
export PLATFORM = sky130hd
export DESIGN_NAME = up_cnt_mod_load
export DESIGN_NICKNAME = up_cnt_mod_load
export VERILOG_FILES = /design/flow/design.v
export SDC_FILE = /design/flow/constraint.sdc
export NUM_CORES = 4
export LEC_CHECK = 1
export CORE_AREA = 10 10 70 70
export DIE_AREA = 0 0 80 80
```
`flow/constraint.sdc`:
```
current_design up_cnt_mod_load

set clk_period 1.4
set clk_io_pct 0.2

create_clock -name clk0 -period $clk_period [get_ports {clk}]

set non_clock_inputs [all_inputs -no_clocks]
set_input_delay [expr $clk_period * $clk_io_pct] -clock clk0 $non_clock_inputs
set_output_delay [expr $clk_period * $clk_io_pct] -clock clk0 [all_outputs]
```
`flow/design.v`:
```
module up_cnt_mod_load #(  
    parameter MODULO = 10,
    parameter W = 4 
)
(
    input               clk     ,
    input               ce      ,
    input               load    ,
    input      [W-1:0]  ld_data ,
    output reg [W-1:0]  q = 0   ,
    output              co     
);
always @(posedge clk)
    if (load)
        q <= (ld_data <= MODULO-1 ? ld_data : MODULO-1);
    else if (ce)
        if (q == MODULO-1)
            q <= {W{1'd0}};
        else
            q <= q+1;
    assign co = ce & (q == MODULO-1);
endmodule
```
`flow/run.sh`:
```
#!/bin/bash
# OpenROAD 26Q1-2900-gdf79404cd8, Yosys 0.63+post, stock flow scripts
make -C /OpenROAD-flow-scripts/flow DESIGN_CONFIG=/design/flow/config.mk WORK_HOME=/design/flow/orfs finish
```
==> ds_physical_params.txt <==
Table: implementation figures

Parameter                              Value

Outcome
  Status .................. finished with violations
  Violated checks .................. setup timing

Placed design
  Routability Congestion .................. 0.805
  HPWL after DPL .................. 683 um
  Placed cell area .................. 479 um2
  # port buffers .................. 11
  Number of placed cells counting well taps .................. 91

Logic synthesis
  Average cell area after synthesis .................. between 9 and 10 um2
  Cells after synthesis .................. 29
  Cell area after synthesis .................. 278 um2
  Number of different library cells in the post-synthesis netlist .................. 16
  Number of cells in the yosys synthesis report .................. 29
  Chip area from the yosys synthesis statistics .................. between 200 and 300 um2
  Total of warnings raised by yosys .................. 1
  Flip-flop and latch count after synthesis .................. 4
  Proportion of synthesized chip area in sequential cells .................. 0.432

Final timing
  Normalized max-slew margin .................. 0.853
  Final Max-Slew Violation Tally .................. 0
  Fin worst setup slack .................. -42.7 ps
  Share of the clock period used by the worst path after layout .................. 1.03
  Final tally of hold violations .................. 0
  Fin Setup TNS .................. -76.7 ps
  Setup repair after global routing missed its margin .................. true
  Highest clock frequency the design can meet .................. 693 MHz
  Clock Skew .................. 1.96 ps
  Final setup violation count .................. 2
  Period minus WS final .................. 1440 ps
  Final-layout worst hold slack .................. 726 ps
  Measured slew at the worst slew-check pin .................. between 200 and 250 ps

Clock network
  Cts bufs inserted .................. 3
  Reg clk slew, reported paths .................. approximately 40 ps
  TritonCTS clock tree .................. yes
  Buffer type at the clock tree root .................. clkbuf_4
  Htree depth .................. 1
  Number of sinks driven by the clock tree .................. 4
  Number of buffers on the longest clock path .................. 2
  Clock network latency to the later pin of the worst-skew pair .................. 240 ps

Pwr
  Leak pwr .................. 0.202 nW
  Maximum vdd ir drop .................. about 0.54 mV
  Power per cell area .................. a little over 900 mW/mm2

Floorplanning
  Area of the placeable core .................. 0.00342 mm2
  Die Ht .................. 80 um
  Cell row count .................. 21
  Top Ports .................. 12
  Overall die area .................. 0.00640 mm2
  Effective utilization at floorplan .................. 0.0813
  Horizontal extent of the die .................. approximately 80 um

Layout
  Max reg flops .................. 4
  Relative area change from synthesis to final layout .................. 88.7%
  Post-route design area .................. 524 um2
  Most flops, register .................. q
  Share of layout cells above drive strength 1 .................. 0.314
  Fin util .................. 0.153
  Post-route insts no fill .................. between 90 and 100
  Top Registers .................. q: 4 flops
  Number of filler cells placed in the layout .................. 396

Job
  Number of warnings the tools reported .................. 27
  # Max-Cap Violations .................. 0

Detailed routing
  Final ANT Viol Nets .................. 0
  Vias per Instance .................. about 3.3
  Total vias in the final route .................. 316
  Number of DRC violations after detailed routing .................. 0
  Pre-Repair DR Iteration Count .................. 4
  Antenna diode count .................. 0
  Initial drt markers .................. 15
  Routed WL .................. approximately 900 um
  Final routed wire length divided by cell count .................. slightly above 9 um

Global routing
  Largest net degree at the start of global routing .................. 7
  Number of global-route vias before repair .................. 340
  Overall routing resource usage .................. 0.0302
  Global-route wire length before repair .................. roughly 1.5 mm
  Antenna violations before repair .................. 0
  Global route total overflow .................. 0

Critical path
  WP data arrival .................. 1160 ps
  Endpoint kind of the worst setup timing path .................. output port
  Critical setup path kind .................. flop to output port
  CP startpoint kind .................. flop
  Crit path max fanout .................. 3
  Required time of the critical path .................. approximately 1100 ps

Hold path
  Worst min path class .................. input pin to flop
cells in the final DEF (no fill, tap or decap), types with 2 or more instances in the layout:
master and count:
a21oi_1 2, edfxtp_1 4, nand3b_1 3, nor2b_1 4
nand2_1 2, buf_4 8, o21ai_0 3, clkbuf_4 3
dlygate4sd2_1 3, inv_1 2, clkdlybuf4s50_1 7
cell usage after synthesis:
cell type / number / area share
edfxtp_1: 4 / 0.43
nor2b_1: 4 / 0.090
nand3b_1: 3 / 0.081
o21ai_0: 3 / 0.054
a21oi_1: 2 / 0.036
inv_1: 2 / 0.027
nand2_1: 2 / 0.027
a221o_1: 1 / 0.036
a31oi_1: 1 / 0.023
buf_6: 1 / 0.041
nand2b_1: 1 / 0.023
nor3_1: 1 / 0.018
o21ai_1: 1 / 0.018
or2_2: 1 / 0.023
or2b_4: 1 / 0.041
xnor2_1: 1 / 0.032
timing repair:
action	in CTS	in global routing
endpoints found under the setup margin	5	3
hold endpoints to repair	0	0
resized	9	0
hold buffers	0	0
setup buffers	4	0
cell type report:
cell class              instances  area (um2)  area share
clock buffers                   3        22.5      0.0430
flip-flops and latches          4         120       0.229
inverters                       2        7.51      0.0143
multi-input cells              22         144       0.274
well taps                      46        57.6       0.110
repair buffers                 20         173       0.329
logic make-up after synthesis:
logic type	Yosys count	share of synthesized area
buffers and inverters	3	0.0676
and+or+nand+nor	13	0.302
AOI/OAI and AO/OA	8	0.167
xor gates and xnor gates	1	0.0315
DFF	4	0.432
metrics by stage:
step	total power, mW	worst slack, ps
3_3_place_gp	0.320	-306
2_1_floorplan	0.225	285
5_1_grt	0.513	-121
3_5_place_dp	0.321	-347
6_report	0.477	-42.7
4_1_cts	0.484	-56.6
power by group:
part           switching [mW]  internal (mW)  total [mW]
clock network          0.0461         0.0958       0.142
logic                  0.0654          0.108       0.173
registers             0.00874          0.154       0.162
critical path, cell delays in order (launching register included):
cell and delay [ps]:
edfxtp_1 370, buf_4 160, clkdlybuf4s50_1 400
path summary, 6_finish.rpt:
kind / slack [ps] / end / startpoint / depth (start not counted)
setup / recovery: -40 / q[2] / q[2] / 2
hold / removal: 730 / q[0] / ld_data[0] / 3
setup reg to reg: 130 / q[3] / q[1] / 5
hold reg to reg: 810 / q[3] / q[3] / 3
layer usage:
layer,vias up,global-route usage,share of wire,wire (um)
li1,147,-,-,-
met1,145,0.0403,0.51,465
met2,22,0.0369,0.33,294
met3,2,0.0216,0.14,123
met4,0,0.00880,0.023,21
met5,-,0,0,0
Power figures rest on the tool's default switching activity, not on a simulated workload.

==> design.v <==
module shift_reg #(
    parameter W = 8
)
(
    input               clk   ,
    input               ce    ,
    input               clr   ,
    input               dir   ,  
    input               d     ,
    output reg [W-1:0]  q = 0
);
always @(posedge clk)
    if (clr)
        q <= {W{1'd0}};
    else if(ce)
        if( dir )
            q <= {d,q[W-1:1]};
        else
            q <= {q[W-2:0],d};
endmodule
module up_cnt_mod #(  
    parameter MODULO = 10,
    parameter W = 4 
)
(
    input               clk   ,
    input               ce    ,
    input               clr   ,
    output reg [W-1:0]  q = 0 ,
    output              co
);
always @(posedge clk)
    if (clr)
        q <= {W{1'd0}};
    else if (ce)
        if (q == MODULO-1)
            q <= {W{1'd0}};
        else
            q <= q+1;
    assign co = ce & (q == MODULO-1);
endmodule
module uart_fsm(
    input         clk    ,  
    input         clr    ,  
    input         ce     ,  
    input         di     ,  
    input         hb     ,  
    input         bd     ,  
    input         lb     ,  
    output  [2:0] status
);
parameter IDLE  = 3'b000;
parameter START = 3'b001;
parameter START_CHECK = 3'b010;
parameter READ = 3'b011;
parameter STOP = 3'b100;
reg [2:0] state = IDLE;
assign status = state;
always@(posedge clk)
begin
    if(clr)
        state <= IDLE;
    else begin
        if(ce)
        begin
            case(state)
                IDLE:
                    if(!di)
                        state <= START;
                    else
                        state <= IDLE;
                START:
                    if(hb)
                        state <= START_CHECK;
                    else
                        state <= START;
                START_CHECK:
                    if(di)
                        state <= IDLE;
                    else
                        state <= READ;
                READ:
                    if(lb)
                        state <= STOP;
                    else
                        state <= READ;
                STOP:
                    if(bd)
                        state <= IDLE;
                    else
                        state <= STOP;   
            endcase
        end
    end
end
endmodule
module uart_rx #(
    parameter CLKS_PER_BIT = 3200,  
    parameter CLKS_PER_BIT_W = 12  
)
(
    input           clk,
    input           ce,
    input           rst,
    input           di,
    output          dv,
    output [7:0]    po  
);
parameter HALF_BAUD = CLKS_PER_BIT/2;
parameter IDLE = 3'b000;
parameter START = 3'b001;
parameter START_CHECK = 3'b010;
parameter READ = 3'b011;
parameter STOP = 3'b100;
wire [2:0] status;
wire [CLKS_PER_BIT_W-1:0] baud_cnt;
wire [2:0] bit_cnt;
wire hb, bd, lb;
wire baud_reset;
reg  data;
assign dv = (status == STOP) & bd & data;
assign hb = (baud_cnt == HALF_BAUD-1);
assign baud_reset = ((status == START) & hb) | (status == IDLE);
always @(posedge clk)
    data <= di;
shift_reg #(
    .W(8)
)
out_reg
(
    .clk ( clk                   ),
    .ce  ( (status == READ) & bd ),
    .clr ( rst                   ),
    .dir ( 1'b1                  ),
    .d   ( data                  ),
    .q   ( po                    )
);
up_cnt_mod #(
    .MODULO(CLKS_PER_BIT),
    .W(CLKS_PER_BIT_W)
)
baud_counter
(
    .clk ( clk          ),
    .ce  ( ~baud_reset  ),
    .clr ( baud_reset   ),
    .q   ( baud_cnt     ),
    .co  ( bd           )
);
up_cnt_mod #(
    .MODULO(8),
    .W(3)
)
bit_counter
( 
    .clk ( clk                   ),
    .ce  ( (status == READ) & bd ),
    .clr ( status == IDLE        ),
    .q   ( bit_cnt               ),
    .co  ( lb                    )
);
uart_fsm fsm (
    .clk    ( clk    ),
    .ce     ( ce     ),
    .clr    ( rst    ),
    .di     ( data   ),
    .hb     ( hb     ),
    .bd     ( bd     ),
    .lb     ( lb     ),
    .status ( status )
);
endmodule
==> run.sh <==
#!/bin/bash
# OpenROAD 26Q1-2900-gdf79404cd8, Yosys 0.63+post, stock flow scripts
make -C /OpenROAD-flow-scripts/flow DESIGN_CONFIG=/design/flow/config.mk WORK_HOME=/design/flow/orfs finish
==> config.mk <==
export PLATFORM = sky130hd
export DESIGN_NAME = uart_rx
export DESIGN_NICKNAME = uart_rx
export VERILOG_FILES = /design/flow/design.v
export SDC_FILE = /design/flow/constraint.sdc
export NUM_CORES = 4
export LEC_CHECK = 1
export CORE_AREA = 10 10 99 99
export DIE_AREA = 0 0 109 109
==> constraint.sdc <==
current_design uart_rx

set clk_period 4.3
set clk_io_pct 0.2

create_clock -name clk0 -period $clk_period [get_ports {clk}]

set non_clock_inputs [all_inputs -no_clocks]
set_input_delay [expr $clk_period * $clk_io_pct] -clock clk0 $non_clock_inputs
set_output_delay [expr $clk_period * $clk_io_pct] -clock clk0 [all_outputs]
==> results.sh <==
# source this file to load flow results
export IMPL_status="finished clean"
export IMPL_pin_count=13
export IMPL_cts_buffer_depth=2
export IMPL_placed_cell_area_um2=1491
export IMPL_min_period_over_period=0.6793
export IMPL_finalSetupTns_ps=0
export IMPL_ys_seq_share=0.4256
export IMPL_vdd_drop_max_v=0.00009301
export IMPL_p_sw_uw=86.62
export IMPL_antenna_cells=0
export IMPL_p_int_uw=322.3
export IMPL_path_max_fanout=5
export IMPL_cpMaxStageDelayCell="clkdlybuf4s50_1"
export IMPL_critPathKind="reg -> out"
export IMPL_dr_total_vias=958
export IMPL_first_pass_iters=4
export IMPL_ant_nets=0
export IMPL_layout_drive_gt1_share=0.05442
export IMPL_fmax_ghz=0.3423
export IMPL_die_h_um=109
export IMPL_core_um2=7727
export IMPL_timing_slew_headroom=0.6721
export IMPL_end_kind="primary output"
export IMPL_clk_latency_ps=270
export IMPL_dpl_hpwl_um=1815
export IMPL_cts_buffers=3
export IMPL_hold_viol=0
export IMPL_row_count=32
export IMPL_critPathLaunch="baud_counter.q[0]$_SDFF_PP0_"
export IMPL_worstPathCellList="ha_1, nand4bb_1, nor2_1, and3_1, clkdlybuf4s50_1"
export IMPL_wl_per_cell_um=9.795
export IMPL_p_leak_nw=0.5014
export IMPL_antenna_found_initial=0
export IMPL_netlist_instances=136
export IMPL_max_stage_delay_ps=460
export IMPL_synth_cell_types=36
export IMPL_die_width_um=109
export IMPL_gp_congestion=0.8252
export IMPL_ys_warnings_count=5
export IMPL_swShare=0.2118
export IMPL_first_iter_violations=17
export IMPL_seq_power_share=0.624
export IMPL_fin_skew_ps=1.927
export IMPL_clock_tree_root_cell="clkbuf_8"
export IMPL_arrival_ps=2060
export IMPL_drcViolationCount=0
export IMPL_routed_via_density=3.847
export IMPL_avgSynthCellArea_um2=9.338
export IMPL_grtUsageTotal=0.04433
export IMPL_grt_pass1_wl_um=4464
export IMPL_syn2layout_area_growth_pct=21.08
export IMPL_critPathLaunchType="flop"
export IMPL_h_tree_depth=1
export IMPL_hp_class="reg -> reg"
export IMPL_grt_overflow=0
export IMPL_cts_tree="built"
export IMPL_post_cts_buffers=0
export IMPL_required_ps=3440
export IMPL_warnings=25
export IMPL_syn_area_um2=1270
export IMPL_fin_crit_ps=2921
export IMPL_r2r_slack_ps=2550
export IMPL_crit_end="dv"
export IMPL_cts_resized=0
export IMPL_r2r_start="baud_counter.q[0]$_SDFF_PP0_"
export IMPL_cts_sinks=27
export IMPL_numPortBuffers=12
export IMPL_path_clk_slew_ps=90
export IMPL_rsz0062_at_grt="no"
export IMPL_yosysCellCount=136
export IMPL_post_route_cell_area_um2=1538
export IMPL_powerDensity_nw_per_um2=265.9
export IMPL_wirelength_um=2439
export IMPL_die_area_um2=11880
export IMPL_timing_rr_end="bit_counter.q[2]$_SDFFE_PP0P_"
export IMPL_worst_slew_pin_slew_ps=489.2
export IMPL_setup_violations=0
export IMPL_grt_pass1_vias=958
export IMPL_cts_hold_fix_buffers=0
export IMPL_fp_util=0.1643
export IMPL_finalMaxSlewViolations=0
export IMPL_drv_cap=0
export IMPL_yosys_stat_area_um2=1270
export IMPL_combPwrFrac=0.033
export IMPL_synth_flops=27
export IMPL_rr_worst_depth=6
export IMPL_pwr_share_clk=0.342
export IMPL_grt_max_degree=16
how the worst min path moves through the flow:
stage | cells after the start | from | endpoint | slack (ps)
after CTS | 2 | bit_counter.q[1]$_SDFFE_PP0P_ | bit_counter.q[1]$_SDFFE_PP0P_ | 480
after global routing | 1 | baud_counter.q[0]$_SDFF_PP0_ | baud_counter.q[0]$_SDFF_PP0_ | 500
final | 1 | baud_counter.q[0]$_SDFF_PP0_ | baud_counter.q[0]$_SDFF_PP0_ | 480
metal layers:
| metal | vias up | wire length [um] | GRT usage |
|---|---|---|---|
| met5 | - | 0 | 0 |
| met4 | 0 | 31 | 0.005650 |
| met3 | 2 | 140 | 0.008961 |
| met2 | 20 | 1060 | 0.06898 |
| met1 | 437 | 1206 | 0.06375 |
| li1 | 499 | - | - |
flip-flops by register name, indices dropped and copies added (netlist names):
register        cells
bit_counter.q       3
baud_counter.q     12
data                1
out_reg.q           8
fsm.state           3
worst max-delay path, delay by kind of cell (launching register included):
family                   cells  cell delay (ps)
adder cells (fa/ha/maj)      1              220
buffers and inverters        1              460
flip-flops                   1              390
AND/OR/NAND/NOR              3              720
metrics by stage:
stage / instances / power [mW] / hold WS (ps) / util / setup slack, ps
2_1_floorplan: 136 / 0.2693 / 436.5 / - / 2305
3_3_place_gp: 245 / 0.2751 / 454.2 / 0.1930 / 1713
3_5_place_dp: 245 / 0.2752 / 467.2 / 0.1930 / 1677
4_1_cts: 249 / 0.4194 / 482.7 / 0.1990 / 1362
5_1_grt: 249 / 0.4312 / 503.4 / 0.1990 / 1214
6_report: 249 / 0.4089 / 480.0 / 0.1990 / 1379
synth_stat cells, drive strengths merged:
cell type | number | area, um2
a31oi | 1 | 6.260
xnor2 | 7 | 61.31
dfxtp | 27 | 540.5
and4 | 1 | 8.760
a211oi | 2 | 15.01
nor4 | 4 | 40.04
nor4b | 1 | 8.760
o31ai | 1 | 7.510
a21oi | 3 | 15.01
or3 | 1 | 6.260
nor3 | 3 | 20.02
nor2 | 27 | 101.4
buf | 4 | 26.27
nand2b | 2 | 12.51
nand3 | 2 | 10.01
nand4bb | 2 | 22.52
mux2i | 11 | 110.1
a22oi | 1 | 7.510
nand4b | 1 | 8.760
xor2 | 5 | 43.79
a21o | 2 | 15.01
nor2b | 1 | 6.260
o21ai | 2 | 10.01
and3 | 3 | 18.77
nand2 | 4 | 15.01
ha | 3 | 37.54
inv | 4 | 15.01
a41o | 1 | 10.01
o2bb2ai | 1 | 8.760
clkbuf | 2 | 7.510
nand4 | 4 | 31.28
nand3b | 3 | 22.52
kinds of logic after synthesis:
kind of cell | count (synthesis) | share of synthesized area
simple gates | 59 | 0.2621
flops | 27 | 0.4256
compound gates | 14 | 0.07488
xor+xnor | 12 | 0.08276
mux | 11 | 0.08670
buf+inv | 10 | 0.03842
fa+ha+maj | 3 | 0.02956
cells in the final DEF (no fill, tap or decap), types with 2 or more instances in the layout:
cell type	n
a211oi_1	2
a21o_1	2
a21oi_1	3
and3_1	3
clkbuf_8	3
clkdlybuf4s50_1	12
dfxtp_1	27
ha_1	3
inv_1	4
mux2i_1	11
nand2_1	4
nand2b_1	2
nand3_1	2
nand3b_1	3
nand4_1	3
nand4bb_1	2
nor2_1	27
nor3_1	2
nor4_1	3
o21ai_0	2
xnor2_1	7
xor2_1	5
layout make-up:
type / count / area (um2)
clock buffers: 3 / 41.29
repair buffers: 13 / 127.6
flip-flops and latches: 27 / 540.5
clock inverters: 1 / 5.005
inverters: 4 / 15.01
multi-input cells: 99 / 680.7
well taps: 102 / 127.6
fillers: 838 / 6190
power groups by stage:
stage	Sequential (mW)	Combinational [mW]	Clock (mW)
4_1_cts	0.255	0.0140	0.150
5_1_grt	0.256	0.0161	0.159
6_report	0.255	0.0136	0.140
No activity file was given, so power comes from the tool's default toggle rates.

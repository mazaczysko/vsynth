$ cat flow/run.sh
#!/bin/bash
# OpenROAD 26Q1-2900-gdf79404cd8, Yosys 0.63+post, stock flow scripts
make -C /OpenROAD-flow-scripts/flow DESIGN_CONFIG=/design/flow/config.mk WORK_HOME=/design/flow/orfs finish
$ cat flow/design.v
module wavetable_ram (
    input            clk              ,
    input            re               ,
    input      [5:0] addr_r           ,
    output     [7:0] waveform_left_r  ,
    output     [7:0] waveform_right_r ,
    output     [7:0] factor_r         ,
    input            we               ,
    input      [5:0] addr_w           ,
    input      [7:0] waveform_left_w  ,
    input      [7:0] waveform_right_w ,
    input      [7:0] factor_w         
);
localparam RAM_SIZE = 61;
(* ram_style="block" *)
reg  [23:0] wavetable_ram [RAM_SIZE-1:0];
reg  [23:0] data_read;
wire [23:0] data_write;
assign data_write = {factor_w, waveform_right_w, waveform_left_w};
assign waveform_left_r  = data_read[7:0]    ;
assign waveform_right_r = data_read[15:8]   ;
assign factor_r         = data_read[23:16]  ;
always @(posedge clk)
    if (we)
        wavetable_ram[addr_w] <= data_write;   
    else if (re)
        data_read <= wavetable_ram[addr_r];
endmodule
$ cat flow/constraint.sdc
current_design wavetable_ram

set clk_period 5.2
set clk_io_pct 0.2

create_clock -name clk0 -period $clk_period [get_ports {clk}]

set non_clock_inputs [all_inputs -no_clocks]
set_input_delay [expr $clk_period * $clk_io_pct] -clock clk0 $non_clock_inputs
set_output_delay [expr $clk_period * $clk_io_pct] -clock clk0 [all_outputs]
$ cat flow/config.mk
export PLATFORM = sky130hd
export DESIGN_NAME = wavetable_ram
export DESIGN_NICKNAME = wavetable_ram
export VERILOG_FILES = /design/flow/design.v
export SDC_FILE = /design/flow/constraint.sdc
export NUM_CORES = 4
export LEC_CHECK = 1
export CORE_UTILIZATION = 50
==> results.ini <==
[status]
outcome=complete, no violations

[drt]
drc=0
first_iter_violations=1859
first_pass_iters=5
ant_nets=0
wl_per_cell_um=33.3
via_per_inst=6.13
vias=26446
totalWireLength_mm=144

[die]
io-pin-count=63
die_y_um=340
die_w_um=340
die-area_sq_um=115000
fp_util_pct=50.5
rows=123
fp.coreArea_sq_um=113000

[synthesis]
synthTopCellsByCount=1488 x edfxtp_1, 361 x mux4_2, 133 x mux2i_1
yosysChipArea_sq_um=57000
largest_area_cell=edfxtp_1
ys_cells=2479
post_synth_num_cell_types=33
area_leaders=edfxtp_1 78%, mux4_2 14%, mux2i_1 2.3%
ys.flop_type=edfxtp_1
synth_top_area_share_pct=78.4
yosysMostFrequentCell=edfxtp_1
ys_async_sr_fraction_pct=0
syn_avg_cell_area_sq_um=23.0
ys.warnings.count=1
ys_seq_share_pct=78.4
mappedNetlistArea_sq_um=57000
synth_flops=1488
edf_count=1488
synthCells=2479

[clock_tree]
post_cts_buffers=0
htreeDepth=4
postCtsResizedCells=0
insertion_delay_ps=750
numCtsBuffers=150
numClockSinks=1488
cts_root_buf=clkbuf_16
cts_tree=yes
cts_hold_buf=0
clockBufferDepth=3
clkTransAtPathRegs_ps=60

[timing]
slew_headroom_pct=11.3
clock_skew_ps=31.0
max_freq_mhz=287
setup_violations=0
hold_slack_ps=557
post-route-period-util_pct=67.1
worstMarginPinSlew_ps=1320
rsz0062_at_grt=false
slew_viol_final=0
period_minus_slack_ps=3490
tns_ps=0
final_hold_viol_count=0

[run]
maxCapViolations=0
warnings=26

[placed_design]
place_area_sq_um=60100
place.gp.congestion=0.879
dpl.hpwl_mm=79.9
portBuffers=62

[global_route]
first_global_vias=29391
grt_first_pass_wirelength_mm=207
grt_overflow=0
grt_max_degree=80
grt_usage_pct=29.0
antenna_found_initial=10

[setup_path]
reg2reg_from=wavetable_ram[35][13]
cp_max_fo=41
required_ps=5810
crit_slowest_cell=a211oi_1
startpoint_type=input pin
crit_type=in -> reg
crit_family=AND-OR/OR-AND gates
arrival_ps=4100
r2r-end=data_read[13]
max_stage_delay_ps=1090
worstRegToRegCells=6
path_cells=buf_8 -> buf_4 -> mux4_2 -> mux2i_1 -> a211oi_1 -> o221a_1
critical_path_buf_inv_count=2
reg2reg_slack_ps=2840
cp-end-kind=flop

[pwr]
p_per_area_nw_per_um2=384
leakage_nw=20.4
peakVddDrop_uv=261

[worst_hold_path]
holdPathEnd=wavetable_ram[31][9]
min_from=waveform_right_w[1]
hold_class=in -> reg
whs_path_depth=1

[cells_and_area]
drive_gt1_share_pct=28.9
area_growth_pct=13.6
ff_latch_area_sq_um=44700
final_core_util_pct=57.4
fillers=7899
design_area_sq_um=64800
combGateArea_sq_um=11800

==> flip-flops by register name (all words and copies together) (netlist names) <==
signal / count
data_read: 24
wavetable_ram: 1464
==> power breakdown <==
| part | internal, W | switching [W] |
|---|---|---|
| Sequential | 0.0133 | 0.0000375 |
| Combinational | 0.000472 | 0.000816 |
| Clock | 0.00596 | 0.00431 |
==> layer usage <==
layer	up-vias	track usage, %	routed length (um)
met2	1861	40.3	67400
met3	190	25.9	29800
li1	11018	-	-
met5	-	0.899	76
met4	12	5.06	3020
met1	13365	36.7	43300
==> cells in the final DEF, fill, tap and decap left out, drive strengths merged, types with 10 or more instances in the layout <==
cell / count
a22oi: 42
clkdlybuf4s50: 33
mux4: 361
clkinv: 69
edfxtp: 1488
nor2b: 28
bufinv: 10
o21ai: 64
o221a: 21
buf: 172
mux2i: 133
a211oi: 42
clkbuf: 183
nor2: 68
nand2: 33
==> worst max-delay path by stage <==
stage     cells after the start  slack (ps)            end  startpoint
6_report                      6        1710  data_read[19]   addr_r[0]
5_1_grt                       6        1610  data_read[19]   addr_r[0]
4_1_cts                       6        1740  data_read[19]   addr_r[0]
==> stage by stage <==
stage               setup slack (ps)  std cells  total power, W
detailed placement               918       4042          0.0149
global placement                 879       4042          0.0149
floorplan                       1530       2479          0.0142
CTS                             1740       4311          0.0251
global route                    1610       4312          0.0256
finish                          1710       4312          0.0249
==> cell type report <==
class / count / area share, %
Sequential cell: 1488 / 69.0
Multi-Input combinational cell: 848 / 18.2
Clock buffer: 182 / 6.18
Tap cell: 1500 / 2.90
Timing Repair Buffer: 206 / 2.69
Clock inverter: 87 / 1.07
Antenna cell: 1 / 0.00386
==> logic make-up (layout without fill, tap and decap cells) <==
kind of cell           count (synthesis)  count (layout)  synth area share [%]
AOI/OAI and AO/OA                    190             190                  2.34
buffers and inverters                143             475                  1.35
DFF                                 1488            1488                  78.4
muxes                                496             496                  16.6
other                                  0               1                     0
and+or+nand+nor                      162             162                  1.32
Power and IR drop assume default switching activity.

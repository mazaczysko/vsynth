--- flow/design.v ---
module debouncer_pulse #(
    parameter W = 8,
    parameter PRESCALER_MODULO = 1000000,
    parameter PRESCALER_MODULO_W = 20
)
(
  input   clk       ,
  input   rst       ,
  input   sig       ,
  output  sig_pedge ,
  output  sig_nedge  
);
wire [W-1:0] shift_reg_out;
wire debounced_sig; 
wire pre_ceo;
assign debounced_sig = &shift_reg_out;
edge_detector edge_detector_inst (
    .clk    (clk            ),
    .ce     (pre_ceo        ),
    .sig    (debounced_sig  ),
    .pedge  (sig_pedge      ),
    .nedge  (sig_nedge      )
);
shift_reg_right #(
  .W( W )
)
shift_reg_inst
(
  .clk    (clk            ),
  .clr    (rst            ),
  .ce     (pre_ceo        ),
  .d      (sig            ),
  .q      (shift_reg_out  )
);
prescaler #(
    .MODULO (PRESCALER_MODULO   ),
    .W      (PRESCALER_MODULO_W )
)
prescaler_inst
(
    .clk (clk       ),
    .ce  (1'b1      ),
    .ceo (pre_ceo   )
);
endmodule
module edge_detector (
    input       clk     ,
    input       ce      ,
    input       sig     ,
    output reg  pedge   ,
    output reg  nedge
); 
reg sig_reg;
always @(posedge clk)
begin
    if (ce)
    begin
        sig_reg <= sig;
        pedge   <= sig & ~sig_reg;
        nedge   <= ~sig & sig_reg;
    end
end
endmodule
module prescaler #(
    parameter MODULO = 100000000,
    parameter W = 27
)
(
    input  clk ,
    input  ce  ,
    output ceo
);
reg [W-1:0] q = 0;
always @(posedge clk)
    if (ce)
        if (q == MODULO-1)
            q <= {W{1'd0}};
        else
            q <= q+1;     
    assign ceo = ce & (q == MODULO-1);
endmodule
module shift_reg_right #(
    parameter W = 8
)
(
    input               clk,
    input               ce,
    input               clr,
    input               d,
    output reg [W-1:0]  q = 0
);
always @(posedge clk)
    if (clr)
        q <= {W{1'd0}};
    else if(ce)
        q <= {d,q[W-1:1]};
endmodule
--- flow/constraint.sdc ---
current_design debouncer_pulse

set clk_period 3.7
set clk_io_pct 0.2

create_clock -name clk0 -period $clk_period [get_ports {clk}]

set non_clock_inputs [all_inputs -no_clocks]
set_input_delay [expr $clk_period * $clk_io_pct] -clock clk0 $non_clock_inputs
set_output_delay [expr $clk_period * $clk_io_pct] -clock clk0 [all_outputs]
--- flow/config.mk ---
export PLATFORM = sky130hd
export DESIGN_NAME = debouncer_pulse
export DESIGN_NICKNAME = debouncer_pulse
export VERILOG_FILES = /design/flow/design.v
export SDC_FILE = /design/flow/constraint.sdc
export NUM_CORES = 4
export LEC_CHECK = 1
export CORE_UTILIZATION = 30
--- flow/run.sh ---
#!/bin/bash
# OpenROAD 26Q1-2900-gdf79404cd8, Yosys 0.63+post, stock flow scripts
make -C /OpenROAD-flow-scripts/flow DESIGN_CONFIG=/design/flow/config.mk WORK_HOME=/design/flow/orfs finish
==> results.env <==
CRITICAL_PATH.ENDPOINT_TYPE='flip-flop'
CLOCK_TREE.ROOT_CELL='sky130_fd_sc_hd__clkbuf_8'
LAY_TOP_COUNT='sky130_fd_sc_hd__dfxtp_1'
WORST-ENDPOINT-REQUIRED_NS=3.69
GP_ROUTABILITY_CONGESTION=0.871
REG2REG_FROM='prescaler_inst.q[0]'
GRT_SETUP_UNREPAIRED='false'
NUMBER_OF_FLIP_FLOPS_AND_LATCHES_IN_THE_SYNTHESIZED_NETLIST=31
PLACEMENTROWS=23
SETUP_CLOCK_SKEW_AFTER_LAYOUT_NS=0.00566
FINALHOLDWORSTSLACK_NS=0.476
FINAL_CELL_AREA_SQ_MM=0.00146
CTS_SETUP_BUFFERS=0
SYN-MEAN-INSTANCE-AREA_SQ_UM=9.51
SHARE_CLK_OF_TOTAL_POWER_PCT=41.2
CHIP_AREA_SQ_MM=0.00458
GRT_ANTENNA_BEFORE_REPAIR=0
CTSHOLDBUFFERS=0
POST-SYNTH-TOP-AREA-FRACTION_PCT=43.3
AREAL_POWER_DENSITY_OVER_THE_CELLS_mW_PER_MM2=397
MAXCAPVIOLCOUNT=0
POSTSYNTH.ASYNCRESETSHARE_PCT=0
FRACTION_OF_FINAL_LAYOUT_CELLS_SIZED_BEYOND_DRIVE_STRENGTH_1_PCT=6.94
FINALHOLDVIOLCOUNT=0
DETAILROUTE.VIA_COUNT=966
SYNTH_AREA_SQ_MM=0.00129
SYNTHFLOPTYPE='sky130_fd_sc_hd__dfxtp_1'
BOUNDARYPINS=5
MOST_FLOPS_REGISTER='prescaler_inst.q'
SETUP-VIOLATIONS-FINAL=0
ACHIEVABLE-FREQUENCY_MHz=448
GRT_REMAINING_OVERFLOW=0
R2R.WORST_PATH.CELLS=5
LEAKAGE_nW=0.482
ROUTED_WIRELENGTH_MM=2.23
CRITICAL_PATH_ARRIVAL_NS=2.23
FINAL_CELL_COUNT_NO_FILL=194
DETAILED_PLACE_HPWL_MM=1.55
SYNTHTOLAYOUTAREAGROWTH_PCT=13.2
FINALWORSTPATHREQUIREDPERIOD_NS=2.23
P_SWITCHING_uW=113
CRIT_END='edge_detector_inst.sig_reg'
MIN-DELAY-START='shift_reg_inst.q[7]'
DRT_ITER0_DRC=28
IRDROPWORSTVDD_uV=134
WORST_SETUP_HOLD_PATH_CLK_SLEW_NS=0.06
DP.CELLS=186
GRT_PASS1_VIAS=865
CTS-RESIZED-GATES=0
CLOCK-SINKS=31
TIMING.SETUP.TNS_NS=0
FINAL_TALLY_OF_MAX_SLEW_VIOLATIONS=0
CORE_SQ_MM=0.00406
DETAIL_ROUTE.ANTENNA_DIODES=0
SYNTH_TOP_CELL_BY_AREA='sky130_fd_sc_hd__dfxtp_1'
POWER.SHARE.COMBINATIONAL_PCT=0.6
CLOCK_TREE.BUFFER_DEPTH=2
REG_TOP3='prescaler_inst.q: 20 flops, shift_reg_inst.q: 8 flops'
GLOBALROUTETOTALUTIL_PCT=11.5
POSTROUTEANTENNANETS=0
FILLCELLCOUNT=406
YOSYS_WARNINGS=3
LARGEST_REGISTER_FFS=20
YOSYS-STAT-AREA_SQ_MM=0.00129
POST_DETAILED_PLACEMENT_CELL_AREA_SQ_MM=0.00138
MAX_TRANSITION_MARGIN_PCT=44.0
STATUS='finished clean'
DR.PASS1.ITERS=4
CLOCK.LATENCY.LATE_PIN_NS=0.28
TIMING.HOLD.WORST.CLASS='reg -> reg'
ROUTED_WIRE_LENGTH_PER_INSTANCE_UM=11.5
DIE_W_UM=67.7
YS_SEQ_SHARE_PCT=50.3
FLOORPLAN.INITIALDENSITY_PCT=31.9
RATIO_OF_FINAL_MINIMUM_PERIOD_TO_CLOCK_PERIOD_PCT=60.4
NUMBER_OF_VIAS_PER_CELL=4.98
SYNTH-EDFF-COUNT=3
WORSTSETUPSTARTPOINT='prescaler_inst.q[0]'
PINT_uW=468
YOSYS_STAT_CELL_TOTAL=136
DIEHEIGHT_UM=67.7
RR_ENDPOINT='edge_detector_inst.sig_reg'
POSTSYNTHCELLCOUNT=136
GRT_START_MAX_NET_PINS=11
DETAIL_ROUTE.DRC_VIOLATIONS=0
CRITICAL_PATH.MAX_FANOUT=10
TIMING_WORST_SETUP_PATH_TYPE='reg -> reg'
LAYOUT_TOP_CELLS_EXCL_FILL_TAP='28 x sky130_fd_sc_hd__dfxtp_1, 15 x sky130_fd_sc_hd__nand3_1, 12 x sky130_fd_sc_hd__a21oi_1'
P_SEQ_SHARE_PCT=58.2
REGTOREGSETUPSLACK_NS=1.47
PORTBUFFERS=4
HTREE_NUM_LEVELS=2
SW_FRAC_OF_TOTAL_PCT=19.5
YOSYS.CELL_TYPES.COUNT=27
CTS_MADE_BUFFERS=5
OPENROAD.WARNINGS=25
CRITPATHLAUNCHTYPE='flip-flop'
GRT_FIRST_PASS_WIRELENGTH_MM=3.91
SYNTH.AREA.TOP_CELLS='sky130_fd_sc_hd__dfxtp_1 43%, sky130_fd_sc_hd__edfxtp_1 7.0%, sky130_fd_sc_hd__xnor2_1 6.8%'
MAX_SLEW.WORST_PIN.SLEW_NS=0.833
CTS_TREE='done'
cells in the mapped netlist (3+ instances only):
cell / number
sky130_fd_sc_hd__xor2_1: 3
sky130_fd_sc_hd__nand4_1: 6
sky130_fd_sc_hd__nor2b_1: 3
sky130_fd_sc_hd__nor2_1: 9
sky130_fd_sc_hd__clkbuf_1: 3
sky130_fd_sc_hd__dfxtp_1: 28
sky130_fd_sc_hd__nor3_1: 6
sky130_fd_sc_hd__o21ai_0: 10
sky130_fd_sc_hd__nand3_1: 15
sky130_fd_sc_hd__and4_1: 3
sky130_fd_sc_hd__nand2_1: 5
sky130_fd_sc_hd__xnor2_1: 10
sky130_fd_sc_hd__nor4_1: 3
sky130_fd_sc_hd__a21oi_1: 12
sky130_fd_sc_hd__edfxtp_1: 3
how the worst min path moves through the flow:
stage,slack [ns],to,cells past startpoint
5_1_grt,0.50,shift_reg_inst.q[3],2
4_1_cts,0.48,shift_reg_inst.q[6],2
6_report,0.48,shift_reg_inst.q[6],2
through the flow:
stage / util, % / power [mW] / worst slack (ns)
after global routing: 36.1 / 0.608 / 1.31
final: 36.1 / 0.581 / 1.47
after CTS: 36.1 / 0.590 / 1.48
after global placement: 34.1 / 0.349 / 1.55
after detailed placement: 34.1 / 0.349 / 1.48
after floorplan: - / 0.347 / 1.86
logic make-up (layout without fill, tap and decap cells):
| family | count (synthesis) | count (layout) | synth area share [%] |
|---|---|---|---|
| fa+ha+maj | 1 | 1 | 0.967 |
| compound gates | 22 | 22 | 8.51 |
| mux | 2 | 2 | 1.55 |
| flops | 31 | 31 | 50.3 |
| xor+xnor | 13 | 13 | 8.80 |
| buf+inv | 7 | 15 | 2.13 |
| simple gates | 60 | 60 | 27.8 |
per-layer routing:
metal	track usage [%]	vias to the layer above	wire (um)
li1	-	511	-
met4	1.86	0	37
met5	0	-	0
met3	4.45	5	85
met1	17.3	439	1170
met2	15.7	11	943
power groups by stage:
| stage | clock network [mW] | logic [mW] | registers (mW) |
|---|---|---|---|
| 4_1_cts | 0.249 | 0.00323 | 0.338 |
| 5_1_grt | 0.266 | 0.00347 | 0.338 |
| 6_report | 0.240 | 0.00322 | 0.338 |
critical path, stage by stage (launching register included):
cell,delay [ns]
sky130_fd_sc_hd__dfxtp_1,0.38
sky130_fd_sc_hd__ha_1,0.30
sky130_fd_sc_hd__inv_1,0.12
sky130_fd_sc_hd__or3_1,0.48
sky130_fd_sc_hd__nor2_1,0.43
sky130_fd_sc_hd__buf_4,0.24
cell type report:
type	count	area [sq um]	share of cell area, %
clock inverters	2	7.51	0.513
flip-flops and latches	31	651	44.4
clock buffers	6	72.6	4.96
inverters	2	7.51	0.513
repair buffers	5	47.5	3.25
multi-input cells	98	616	42.1
well taps	50	62.6	4.27
No activity file was given, so power comes from the tool's default toggle rates.

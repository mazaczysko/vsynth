## /design/flow/design.v

```verilog
module register_clr #(
    parameter W = 8 
)
(
    input               clk   ,
    input               ce    ,
    input               clr   ,
    input      [W-1:0]  d     ,
    output reg [W-1:0]  q = 0
);
always @(posedge clk)
    if (clr)
        q <= {W{1'd0}};
    else if (ce)    
        q <= d;
endmodule
module cc_decoder (
    input clk ,
    input rst ,
    input  [6:0] cc_num   ,
    input  [6:0] cc_val   ,
    input        cc_valid ,
    output       wtb_load ,
    output [6:0] wtb_num  ,
    output [6:0] wfm_num
);
localparam CC_WTB_NUM = 7'd110;
localparam CC_WFM_NUM = 7'd111;
localparam CC_WTB_LOAD = 7'd112;
wire wtb_num_ce;
wire wfm_num_ce;
assign wtb_num_ce = cc_num == CC_WTB_NUM && cc_valid;
assign wfm_num_ce = cc_num == CC_WFM_NUM && cc_valid;
assign wtb_load = cc_num == CC_WTB_LOAD && cc_valid;
register_clr #(
    .W(7)
)
wtb_num_reg
(
    .clk ( clk          ),
    .ce  ( wtb_num_ce   ),
    .clr ( rst          ),
    .d   ( cc_val       ),
    .q   ( wtb_num      )
);
register_clr #(
    .W(7)
)
wfm_num_reg
(
    .clk ( clk			),
    .ce  ( wfm_num_ce   ),
    .clr ( rst          ),
    .d   ( cc_val       ),
    .q   ( wfm_num      )
);
endmodule
```

## /design/flow/run.sh

```bash
#!/bin/bash
# OpenROAD 26Q1-2900-gdf79404cd8, Yosys 0.63+post, stock flow scripts
make -C /OpenROAD-flow-scripts/flow DESIGN_CONFIG=/design/flow/config.mk WORK_HOME=/design/flow/orfs finish
```

## /design/flow/config.mk

```make
export PLATFORM = sky130hd
export DESIGN_NAME = cc_decoder
export DESIGN_NICKNAME = cc_decoder
export VERILOG_FILES = /design/flow/design.v
export SDC_FILE = /design/flow/constraint.sdc
export NUM_CORES = 4
export LEC_CHECK = 1
export CORE_AREA = 10 10 76 76
export DIE_AREA = 0 0 86 86
```

## /design/flow/constraint.sdc

```tcl
current_design cc_decoder

set clk_period 1.3
set clk_io_pct 0.2

create_clock -name clk0 -period $clk_period [get_ports {clk}]

set non_clock_inputs [all_inputs -no_clocks]
set_input_delay [expr $clk_period * $clk_io_pct] -clock clk0 $non_clock_inputs
set_output_delay [expr $clk_period * $clk_io_pct] -clock clk0 [all_outputs]
```

==> results.cfg <==
; generated from flow reports
[cts]
cts_root_buffer = clkbuf_8
cts_buffers = 3
clock-sinks = 14
clk-insertion-delay-late_ns = 0.24
cts_buffer_depth = 2
path_clk_slew_ns = 0.06
cts_hold_buf = 0
htreeDepth = 1
cts_tree = yes

[die]
floorplan.core_util_pct = 15.7
placementRows = 23
fp.dieW_um = 86
die_h_um = 86
die_area_um2 = 7400
io_pins = 32
core_um2 = 4120

[place]
dpl_cell_area_um2 = 1080
portBuffers = 31
placedCellCount = 145
place_hpwl_um = 1450
gp_congestion = 0.745

[yosys]
yosys_cells = 59
synth_seq_share_pct = 43.4
synthesis.area_um2 = 646
edf_count = 0
area_leaders = dfxtp_1 (43%), mux2i_1 (22%), nand2b_1 (20%)
synth_cell_type_count = 12
most_common_cell = nand2b_1
yosysWarnings = 1
flop_cell = dfxtp_1
yosysChipArea_um2 = 646
syn-mean-instance-area_um2 = 10.9
netlist_top_cells_count = nand2b_1 (21), dfxtp_1 (14), mux2i_1 (14), clkbuf_1 (2)
top_cell_area_share_pct = 43.4
yosys.area.top_type = dfxtp_1
synthCells = 59
synth_flops = 14
async_flop_share_pct = 0

[route]
postRouteAntennaNets = 0
vias = 565
drc = 0
antenna_cells_inserted = 0
viasPerCell = 3.60
drtPass1Iterations = 2
drt-total-wl_um = 1870
post_drt_wl_per_cell_um = 11.9
drt-initial-drc-count = 3

[global_route]
grt_pass1_wl_um = 2940
use_met3_pct = 2.57
grtUsageTotal_pct = 4.97
grt_pass1_vias = 600
grt.busiest_layer = met2
grt_max_degree = 22
globalRouteOverflowTotal = 0
antenna_found_initial = 0
grt_use_met1_pct = 5.61
grt_use_met2_pct = 8.45

[power_and_ir_drop]
powerDensity_nw_per_um2 = 774
vdd_drop_max_mv = 0.454
power_leakage_nw = 0.680
total_power_mw = 0.956

[outcome]
violations = negative setup slack
status = complete, but fails checks

[timing]
relSlewSlack_pct = 88.6
rsz0062_at_grt = true
setup_viol = 1
final.setup.worst_slack_ns = -0.0803
finalMaxSlewViolations = 0
skew_ns = 0
hold_viol = 0
fmax_mhz = 725
whs_ns = 0.468
period_used_pct = 106
worst_pin_slew_ns = 0.170
finalCriticalPeriod_ns = 1.38

[critical_path]
worstSetupEndpointType = output port
critPathMaxFanout = 2
max_stage_delay_ns = 0.52
worstPathCellList = buf_6 -> or4b_4 -> nor3_2 -> buf_2
critical_path.slowest_cell = or4b_4
critPathLaunchType = input pin
worstPathArrival_ns = 1.12
crit_family = simple AND/OR/NAND/NOR gates
worstPathRequired_ns = 1.04
critPathBufInv = 2
worst-setup-path-type = input pin to output port

[final_layout]
flop_area_um2 = 298
logic_area_um2 = 355
fillCellCount = 418
drive_above_1_share_pct = 42.1
syn2layout_area_growth_pct = 91.3
layout.cells.non_filler = 157
design_area_um2 = 1230
final_util_pct = 30.0

[min_path]
worstHoldPathType = flip-flop to flip-flop

[job]
tool_warnings = 27
cap_violations = 0
sequential cells by signal, indices dropped and copies added, names as in the netlist:
name           count
wtb_num_reg.q      7
wfm_num_reg.q      7
final cells by class:
type	count	area share, %
inverters	1	0.304
multi-input cells	41	28.8
flip-flops and latches	14	24.1
well taps	50	5.07
clock buffers	4	4.46
repair buffers	47	37.3
where the power goes:
group	leakage (nW)	total [mW]	switching, mW	internal, mW
Clock	0.0288	0.417	0.149	0.268
Sequential	0.120	0.430	0.000427	0.430
Combinational	0.531	0.108	0.0340	0.0745
Total	0.680	0.956	0.183	0.772
tightest hold or removal path, delay by kind of cell (launching register included):
family / cells / cell delay, ns
muxes: 1 / 0.06
DFF: 1 / 0.31
and+or+nand+nor: 1 / 0.06
logic make-up (layout without fill, tap and decap cells):
group,after synthesis,count (layout),share of synthesized area [%]
buffers and inverters,4,52,3.49
AND/OR/NAND/NOR,27,27,31.4
flip-flops,14,14,43.4
multiplexers,14,14,21.7
metal layers:
layer  vias up  wire (um)
met1       250        785
met2        17        897
li1        296          -
met5         -          0
met4         0         12
met3         2        170
placed cells by master (no fill, tap or decap), drive strengths merged:
master,instances
nand2b,21
buf,21
dfxtp,14
mux2i,14
dlygate4sd2,10
dlymetal6s2s,8
clkdlybuf4s50,8
clkbuf,4
nor3,2
nand3,1
or4b,1
inv,1
nand4b,1
or3,1
metrics by stage:
step	setup TNS (ns)	setup WS, ns
final	-0.0803	-0.0803
after global routing	-0.106	-0.106
after CTS	-0.120	-0.120
after floorplan	0	0.186
after detailed placement	-5.99	-0.827
after global placement	-5.73	-0.771
timing repair:
item / CTS / global route
buffers inserted: 3 / 5
resized: 45 / 12
setup endpoints to repair: 28 / 18
pin swaps: 5 / 2
hold endpoints to repair: 0 / 0
gates cloned: 0 / 0
path summary, 6_finish.rpt:
kind | depth (start not counted) | slack [ns] | to | startpoint
worst min register to register | 2 | 0.47 | wfm_num_reg.q[2] | wfm_num_reg.q[2]
worst min-delay path | 2 | 0.47 | wfm_num_reg.q[2] | wfm_num_reg.q[2]
worst max-delay path | 4 | -0.08 | wtb_load | cc_num[1]
worst max register to register | 4 | 0.50 | wtb_num_reg.q[4] | wtb_num_reg.q[4]
Power and IR drop assume default switching activity.
